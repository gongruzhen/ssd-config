==> /design/flow/design.v <==
module reg_file (
rst_n,
clk, 
debug_in,
debug_out,
ram_addr,
ram_we,
ram_datain,
ram_enable,
ram_dataout
);
input rst_n;
input clk; 
input   [255:0]   debug_in;
output  [255:0]   debug_out;
input [15:0]    ram_addr;
input           ram_we;
input [31:0]     ram_datain;
input           ram_enable;
output  [31:0]   ram_dataout;
reg [255:0] debug_out;
reg [31:0] ram_dataout;
reg [31:0] ram_dataout_sel;
reg   [255:0]   debug_in_reg1;
reg   [255:0]   debug_in_reg2;
wire wr_sel0 = ram_we && ram_enable && (ram_addr == (16'h8+16'h0));
wire wr_sel1 = ram_we && ram_enable && (ram_addr == (16'h8+16'h1));
wire wr_sel2 = ram_we && ram_enable && (ram_addr == (16'h8+16'h2));
wire wr_sel3 = ram_we && ram_enable && (ram_addr == (16'h8+16'h3));
wire wr_sel4 = ram_we && ram_enable && (ram_addr == (16'h8+16'h4));
wire wr_sel5 = ram_we && ram_enable && (ram_addr == (16'h8+16'h5));
wire wr_sel6 = ram_we && ram_enable && (ram_addr == (16'h8+16'h6));
wire wr_sel7 = ram_we && ram_enable && (ram_addr == (16'h8+16'h7));
always @ (posedge clk)
begin
  if (!rst_n)
    debug_out[32*0+31:32*0] <= 0;
  else if(wr_sel0)
    debug_out[32*0+31:32*0] <= ram_datain;
end
always @ (posedge clk)
begin
  if (!rst_n)
    debug_out[32*1+31:32*1] <= 0;
  else if(wr_sel1)
    debug_out[32*1+31:32*1] <= ram_datain;
end
always @ (posedge clk)
begin
  if (!rst_n)
    debug_out[32*2+31:32*2] <= 0;
  else if(wr_sel2)
    debug_out[32*2+31:32*2] <= ram_datain;
end
always @ (posedge clk)
begin
  if (!rst_n)
    debug_out[32*3+31:32*3] <= 0;
  else if(wr_sel3)
    debug_out[32*3+31:32*3] <= ram_datain;
end
always @ (posedge clk)
begin
  if (!rst_n)
    debug_out[32*4+31:32*4] <= 0;
  else if(wr_sel4)
    debug_out[32*4+31:32*4] <= ram_datain;
end
always @ (posedge clk)
begin
  if (!rst_n)
    debug_out[32*5+31:32*5] <= 0;
  else if(wr_sel5)
    debug_out[32*5+31:32*5] <= ram_datain;
end
always @ (posedge clk)
begin
  if (!rst_n)
    debug_out[32*6+31:32*6] <= 0;
  else if(wr_sel6)
    debug_out[32*6+31:32*6] <= ram_datain;
end
always @ (posedge clk)
begin
  if (!rst_n)
    debug_out[32*7+31:32*7] <= 32'h7;
  else if(wr_sel7)
    debug_out[32*7+31:32*7] <= ram_datain;
end
always @ (posedge clk)
begin
  if (!rst_n)
    debug_in_reg1 <= 0;
  else
    debug_in_reg1 <= debug_in;
end
always @ (posedge clk)
begin
  if (!rst_n)
    debug_in_reg2 <= 0;
  else 
    debug_in_reg2 <= debug_in_reg1;
end
always @ (*)
begin
  case (ram_addr)
    16'h0: ram_dataout_sel = debug_in_reg2[32*0+31:32*0];
    16'h1: ram_dataout_sel = debug_in_reg2[32*1+31:32*1];
    16'h2: ram_dataout_sel = debug_in_reg2[32*2+31:32*2];
    16'h3: ram_dataout_sel = debug_in_reg2[32*3+31:32*3];
    16'h4: ram_dataout_sel = debug_in_reg2[32*4+31:32*4];
    16'h5: ram_dataout_sel = debug_in_reg2[32*5+31:32*5];
    16'h6: ram_dataout_sel = debug_in_reg2[32*6+31:32*6];
    16'h7: ram_dataout_sel = debug_in_reg2[32*7+31:32*7];
    16'd8: ram_dataout_sel = debug_out[32*0+31:32*0];
    16'd9: ram_dataout_sel = debug_out[32*1+31:32*1];
    16'd10: ram_dataout_sel = debug_out[32*2+31:32*2];
    16'd11: ram_dataout_sel = debug_out[32*3+31:32*3];
    16'd12: ram_dataout_sel = debug_out[32*4+31:32*4];
    16'd13: ram_dataout_sel = debug_out[32*5+31:32*5];
    16'd14: ram_dataout_sel = debug_out[32*6+31:32*6];
    16'd15: ram_dataout_sel = debug_out[32*7+31:32*7];
	default: ram_dataout_sel = 32'h0;
	endcase	
end
always @ (posedge clk)
begin
  if (!rst_n)
    ram_dataout <= 0;
  else if(ram_enable)
    ram_dataout <= ram_dataout_sel;
end
endmodule
==> /design/flow/run.sh <==
#!/bin/bash
# OpenROAD 26Q1-2900-gdf79404cd8, Yosys 0.63+post, stock flow scripts
make -C /OpenROAD-flow-scripts/flow DESIGN_CONFIG=/design/flow/config.mk WORK_HOME=/design/flow/orfs finish
==> /design/flow/config.mk <==
export PLATFORM = sky130hd
export DESIGN_NAME = reg_file
export DESIGN_NICKNAME = reg_file
export VERILOG_FILES = /design/flow/design.v
export SDC_FILE = /design/flow/constraint.sdc
export NUM_CORES = 4
export LEC_CHECK = 1
export CORE_UTILIZATION = 40
==> /design/flow/constraint.sdc <==
current_design reg_file

set clk_period 7.3
set clk_io_pct 0.2

create_clock -name clk0 -period $clk_period [get_ports {clk}]

set non_clock_inputs [all_inputs -no_clocks]
set_input_delay [expr $clk_period * $clk_io_pct] -clock clk0 $non_clock_inputs
set_output_delay [expr $clk_period * $clk_io_pct] -clock clk0 [all_outputs]
==> run notes <==
- **status** finished, final reports clean
- **maximum number of pins on one net before global-route repair** 221
- **tool warning count** 37
- **final setup violation count** 0
- **WS Path Type** in -> reg
- **Worst Hold Path Cells** 1
- **RSZ-0062 raised after global routing** false
- **fraction of final layout cells sized beyond drive strength 1** 0.0761
- **# clock sinks** 800
- **flops & latches, synth** 800
- **hold violation total from the final report** 0
- **Port-buffer cells** 595
- **ratio of routed vias to standard cells** 5.21
- **Min-Delay Startpoint** debug_in_reg1[221]
- **CTS Root Cell** clkbuf_16
- **CTS tree** built
- **Setup crit start kind** input pin
- **router iterations before antenna repair** 8
- **total number of H-tree levels** 3
- **number of synthesized flops with an enable pin** 0
- **critical path fanouts, max** 25
- **DRT antenna net count** 0
- **number of standard-cell rows in the floorplan** 97
- **Final Critical Period** 4.13 ns
- **RR Startpoint** debug_out[248]
- **Die ar.** 72,500 µm²
- **wire length of the first global-routing pass** 158,000 µm
- **TritonCTS Buffers** 84
- **cts repair resizes** 0
- **most instantiated flip-flop cell in the synthesis netlist** dfxtp_1
- **routability cong.** 0.983
- **final-layout worst hold slack** 0.408 ns
- **Yosys Chip Area** 28,600 µm²
- **YS warnings** 1
- **drt first-iter violations** 1,793
- **Peak VDD IR** 183 µV
- **total cells reported by yosys after synthesis** 2,885
- **length in cells of the worst reg-to-reg path** 5
- **clock-pin slew on the worst setup and hold paths** 0.06 ns
- **register share after synthesis** 0.560
- **floorplan core area** 70,400 µm²
- **critical register-to-register path endpoint** ram_dataout[24]
- **post-CTS setup buffers** 0
- **Synth-to-Final Area Change** 32.5%
- **vertical die dimension** 269 µm
- **Leak Pwr** 13.8 nW
- **Arrival @ worst endpoint** 4.69 ns
- **max cap viols** 0
- **proportion of synthesized flip-flops having asynchronous set or reset** 0
- **setup TNS** 0 ns
- **number of hold buffers added after CTS** 0
- **overall die width** 269 µm
- **GRT Resource Usage Total** 0.312
- **clock latency on the worst-skew pair** 0.65 ns
- **Critical Path End Type** register
- **netlist area before placement** 28,600 µm²
- **core utilization at floorplan** 0.406
- **Min-Delay Endpoint** debug_in_reg2[221]
- **final cycle utilization of the critical path** 0.566
- **initial antenna violation count** 8
- **total power of the final layout** 0.00941 W
- **class of the tightest hold or removal check** reg -> reg
- **detailed placement HPWL** 84,300 µm
- **gate count after technology mapping** 2,885
- **Mean Syn Cell Area** 9.91 µm²
- **final WL** 111,000 µm
- **max-slew violation count** 0
- **vias in the first global route** 21,900
- **post-DR wirelength/cell** 25.4 µm
- **GRT Residual Overflow** 0
- **normalized max-slew margin** 0.288
- **number of vias after detailed routing** 22,800
- **I/O pin count** 596
- **deepest clock path buffer count** 3
- **setup slack on the worst flop-to-flop path** 5.25 ns
- **peak clock frequency supported by timing** 242 MHz
- **Fin Clk Skew** 0.0380 ns
- **critical path required time** 7.86 ns
- **post-synth cell types** 64
- **Residual DRC** 0
- **Filler cells** 6,072
- **power density of the placed cells** 248 nW/µm²
- **slew at the pin with the worst max-slew slack** 1.06 ns
[worst max path at each step]
stage | startpoint | endpoint | slack [ns] | depth (start not counted)
CTS | ram_addr[9] | debug_out[146] | 3.26 | 9
global route | ram_addr[9] | ram_dataout[18] | 3.09 | 9
finish | ram_addr[9] | ram_dataout[18] | 3.17 | 8
[power by group]
group / total (W) / switching (W) / internal (W)
clock: 0.00439 / 0.00179 / 0.00260
sequential: 0.00454 / 0.0000417 / 0.00450
combinational: 0.000475 / 0.000225 / 0.000250
total: 0.00941 / 0.00206 / 0.00735
[state kept, by name, indices dropped and copies added, names as in the netlist]
| signal | flops |
|---|---|
| debug_in_reg1 | 256 |
| debug_in_reg2 | 256 |
| debug_out | 256 |
| ram_dataout | 32 |
[cell usage after synthesis, types with 11 or more instances]
cell      instances  area share
buf_4            34      0.0089
and2_1          522        0.11
and3_1           27      0.0059
clkbuf_1        137       0.018
a221oi_1         12      0.0037
nor2_1           12      0.0016
a32oi_1          13      0.0040
a21oi_1          37      0.0065
buf_2            55      0.0096
a31oi_1          25      0.0055
buf_6            11      0.0043
mux2i_1          26      0.0091
mux2_2           37       0.015
a22oi_1          61       0.016
a22o_1           36       0.011
o21ai_0          13      0.0023
nand3_1          12      0.0021
dfxtp_1         800        0.56
nand2_1         584       0.077
a21boi_1         86       0.023
a21boi_0        168       0.044
a222oi_1         41       0.014
[through the flow]
step	cells	util	setup slack, ns	area, µm²
6_report	4384	0.538	3.17	37900
2_1_floorplan	2885	-	3.89	28600
3_3_place_gp	4229	0.497	2.63	35000
5_1_grt	4383	0.538	3.09	37900
4_1_cts	4382	0.538	3.26	37900
3_5_place_dp	4229	0.497	2.58	35000
[metal layers]
| metal | up-vias | global-route usage | wire length, µm | part of all wire |
|---|---|---|---|---|
| met2 | 989 | 0.446 | 47800 | 0.43 |
| li1 | 10700 | - | - | - |
| met3 | 125 | 0.109 | 11700 | 0.11 |
| met5 | - | 0 | 61 | 0.00055 |
| met4 | 8 | 0.0624 | 2610 | 0.023 |
| met1 | 11000 | 0.473 | 49200 | 0.44 |
[kinds of logic (layout without fill, tap and decap cells)]
| logic type | Yosys count | count (layout) | synth area share |
|---|---|---|---|
| AND/OR/NAND/NOR | 1248 | 1248 | 0.232 |
| flip-flops | 800 | 800 | 0.560 |
| other | 0 | 2 | 0 |
| multiplexers | 63 | 63 | 0.0237 |
| buffers and inverters | 247 | 804 | 0.0432 |
| AND-OR/OR-AND | 527 | 527 | 0.141 |
[final cells by class]
| type | count | area (µm²) | area share |
|---|---|---|---|
| repair buffers | 649 | 6370 | 0.168 |
| well taps | 940 | 1180 | 0.0311 |
| flip-flops and latches | 800 | 16000 | 0.423 |
| inverters | 2 | 7.51 | 0.000198 |
| clock inverters | 33 | 493 | 0.0130 |
| diodes | 2 | 5.00 | 0.000132 |
| clock buffers | 120 | 2400 | 0.0633 |
| multi-input cells | 1838 | 11400 | 0.301 |
[placed cells by master, fill, tap and decap left out, types with 26 or more instances in the layout]
cell	instances
clkdlybuf4s50_1	592
a22o_1	36
a22oi_1	61
and2_1	521
mux2_2	37
buf_4	53
and3_1	27
a21boi_1	86
mux2i_1	26
a21boi_0	168
a21oi_1	37
a222oi_1	41
nand2_1	584
dfxtp_1	800
clkbuf_16	85
[critical path, cell delays in order]
cell and delay, ns:
clkdlybuf4s50_1 0.40, or4_2 0.66, buf_4 0.29, nor4_4 0.85, buf_4 0.42, a22oi_1 0.11
and3_1 0.26, a31oi_1 0.20
No activity file was given, so power comes from the tool's default toggle rates.
